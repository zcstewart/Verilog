`design/flow/design.v`:
```
module adder(input [15:0] dataa, datab, output [15:0] sum);
					assign sum = dataa + datab;
endmodule
`timescale 1ns/100ps
module mux4 (input mux_sel, input [3:0] mux_in_a, mux_in_b, output reg [3:0] mux_out);
	always @ (mux_sel, mux_in_a, mux_in_b) begin
			if (mux_sel) mux_out = mux_in_b;
			else mux_out = mux_in_a;
	end
endmodule
`timescale 1ns/100ps
module mult4x4(input [3:0] dataa, datab, output reg [7:0] product);
			always @ (dataa, datab)
			begin
			product = dataa * datab;
			end
endmodule
module shifter (input [7:0] inp, input [1:0] shift_cntrl, output reg [15:0] shift_out);
		always @ (inp, shift_cntrl)begin
			case (shift_cntrl)
				2'b00 :  shift_out = inp;
				2'b01 :	shift_out = (inp << 4);
				2'b10 : 	shift_out = (inp << 8);
				2'b11 :	shift_out = inp;
				default: shift_out = inp;
			endcase
		end
endmodule
`timescale 1ns/ 100ps
module seven_segment_cntrl (input [2:0] inp, output reg seg_a,seg_b,seg_c,seg_d,seg_e,seg_f,seg_g);
	always @ (inp)
		begin
			case(inp)
				3'b000: {seg_a,seg_b,seg_c,seg_d,seg_e,seg_f,seg_g} = 7'b111_1110;
				3'b001: {seg_a,seg_b,seg_c,seg_d,seg_e,seg_f,seg_g} = 7'b011_0000;
				3'b010: {seg_a,seg_b,seg_c,seg_d,seg_e,seg_f,seg_g} = 7'b110_1101;
				3'b011: {seg_a,seg_b,seg_c,seg_d,seg_e,seg_f,seg_g} = 7'b111_1001;
				default
						  {seg_a,seg_b,seg_c,seg_d,seg_e,seg_f,seg_g} = 7'b100_1111;	
			endcase
		end
endmodule
module reg16(input clk, sclr_n, clk_ena, input [15:0] datain, output reg [15:0] reg_out);
		always @ (posedge clk)
		begin
			if(clk_ena == 1'b01 && sclr_n == 1'b00)
				reg_out <= 16'b00;
			else if(clk_ena == 1'b01 && sclr_n == 1'b01)
				reg_out <= datain;
			else
				reg_out <= reg_out;
		end
endmodule
`timescale 1ns / 100ps
module counter(input clk, asclr_n, output reg [1:0] count_out);
	always @ (posedge clk, negedge asclr_n)
		begin
			if(asclr_n == 1'b0)
				begin
					count_out <= 2'b00;
				end
			else
				begin
					count_out <= count_out + 1'b1;
				end		
		end
endmodule
`timescale 1ns / 100ps
module mult_control (clk,reset_a,start,count,input_sel,shift_sel,
							state_out,done,clk_en,sclr_n);
	input clk, reset_a, start;
	input [1:0] count;
	output reg [1:0] input_sel, shift_sel;
	output reg done, clk_en, sclr_n;
	output reg [2:0] state_out;
	reg [2:0] curState, nextState;
	parameter IDLE = 3'b000,
				 LSB = 3'b001,
				 MID = 3'b010,
				 MSB = 3'b011,
				 CALC_DONE = 3'b100,
				 ERR = 3'b101;
	always @ (posedge clk, posedge reset_a)
		begin
			if(reset_a == 1'b1)
				curState <= IDLE;
			else
				curState <= nextState;
		end
	always @ *
		begin
			case(curState)
				IDLE:
					if(start == 1'b1)
						begin
						nextState = LSB;
						end
					else
						begin
						nextState = IDLE;
						end
				LSB:
					if(start == 1'b0 && count == 2'b00)
						begin
						nextState = MID;
						end
					else
						begin
						nextState = ERR;
						end
				MID:
					if(start == 1'b0 && count == 2'b10)
						begin
						nextState = MSB;
						end
					else if(start == 1'b0 && count == 2'b01)
						begin
						nextState = MID;
						end
					else
						begin
						nextState = ERR;
						end
				MSB:
					if(start == 1'b0 && count == 2'b11)
						begin
						nextState = CALC_DONE;
						end
					else
						begin
						nextState = ERR;
						end
				CALC_DONE:
					if(start == 1'b0)
						begin
						nextState = IDLE;
						end
					else
						begin
						nextState = ERR;
						end
				ERR:
					if(start == 1'b1)
						begin
						nextState = LSB;
						end
					else
						begin
						nextState = ERR;
						end
			endcase
		end
	always @ *
		begin
			input_sel = 2'bxx;
			shift_sel = 2'bxx;
			done = 1'b0;
			clk_en = 1'b0;
			sclr_n = 1'b1;
			case(curState)
				IDLE:
					if(start == 1'b1)
						begin
						input_sel = 2'bxx;
						shift_sel = 2'bxx;
						done = 1'b0;
						clk_en = 1'b1;
						sclr_n = 1'b0;
						end
				LSB:
					if(start == 1'b0 && count == 2'b00)
						begin
						input_sel = 2'b00;
						shift_sel = 2'b00;
						done = 1'b0;
						clk_en = 1'b1;
						sclr_n = 1'b1;
						end
					else
						begin
						input_sel = 2'bXX;
						shift_sel = 2'bXX;
						done = 1'b0;
						clk_en = 1'b0;
						sclr_n = 1'b1;
						end
				MID:
					if(start == 1'b0 && count == 2'b10)
						begin
						input_sel = 2'b10;
						shift_sel = 2'b01;
						done = 1'b0;
						clk_en = 1'b1;
						sclr_n = 1'b1;
						end
					else if(start == 1'b0 && count == 2'b01)
						begin
						input_sel = 2'b01;
						shift_sel = 2'b01;
						done = 1'b0;
						clk_en = 1'b1;
						sclr_n = 1'b1;
						end
					else
						begin
						input_sel = 2'bxx;
						shift_sel = 2'bxx;
						done = 1'b0;
						clk_en = 1'b0;
						sclr_n = 1'b1;
						end
				MSB:
					if(start == 1'b0 && count == 2'b11)
						begin
						input_sel = 2'b11;
						shift_sel = 2'b10;
						done = 1'b0;
						clk_en = 1'b1;
						sclr_n = 1'b1;
						end
					else
						begin
						input_sel = 2'bxx;
						shift_sel = 2'bxx;
						done = 1'b0;
						clk_en = 1'b0;
						sclr_n = 1'b1;
						end
				CALC_DONE:
					if(start == 1'b0)
						begin
						input_sel = 2'bxx;
						shift_sel = 2'bxx;
						done = 1'b1;
						clk_en = 1'b0;
						sclr_n = 1'b1;
						end
					else
						begin
						input_sel = 2'bxx;
						shift_sel = 2'bxx;
						done = 1'b0;
						clk_en = 1'b0;
						sclr_n = 1'b1;
						end
				ERR:
					if(start == 1'b1)
						begin
						input_sel = 2'bxx;
						shift_sel = 2'bxx;
						done = 1'b0;
						clk_en = 1'b1;
						sclr_n = 1'b0;
						end
					else
						begin
						input_sel = 2'bxx;
						shift_sel = 2'bxx;
						done = 1'b0;
						clk_en = 1'b0;
						sclr_n = 1'b1;
						end
			endcase	
		end
	always @ (curState)
		begin
			case(curState)
				IDLE:
					state_out = 3'b000;
				LSB:
					state_out = 3'b001;
				MID:
					state_out = 3'b010;
				MSB:
					state_out = 3'b011;
				CALC_DONE:
					state_out = 3'b100;
				ERR:
					state_out = 3'b101;
				default:
					state_out = 3'b000;
			endcase
		end	
endmodule
module mult8x8(input [7:0] dataa, datab, input start, reset_a, clk,
					output seg_a, seg_b, seg_c, seg_d, seg_e, seg_f, seg_g,
					done_flag, output [15:0] Product8x8_out);
	wire sclr_n, clk_ena;
	wire [1:0] count, sel, shift;
	wire [2:0] state_out;
	wire [3:0] aout, bout;
	wire [7:0] product;
	wire [15:0] sum, shift_out;
	mux4 U1 (.mux_sel(sel[1]), .mux_in_a(dataa[3:0]), .mux_in_b(dataa[7:4]),
				.mux_out(aout[3:0]));
	mux4 U2 (.mux_sel(sel[0]), .mux_in_a(datab[3:0]), .mux_in_b(datab[7:4]),
				.mux_out(bout[3:0]));
	mult4x4 U3 (.dataa(aout[3:0]), .datab(bout[3:0]), .product(product[7:0]));
	shifter U4 (.inp(product[7:0]), .shift_cntrl(shift[1:0]), 
					.shift_out(shift_out[15:0]));
	counter U5 (.clk(clk), .asclr_n(~start), .count_out(count));
	mult_control U6 (.clk(clk), .reset_a(reset_a), .start(start), 
						  .count(count[1:0]), .input_sel(sel[1:0]), 
						  .shift_sel(shift[1:0]), .state_out(state_out[2:0]), 
						  .done(done_flag), .clk_en(clk_ena), .sclr_n(sclr_n));
	reg16 U7 (.clk(clk), .sclr_n(sclr_n), .clk_ena(clk_ena), 
				 .datain(sum[15:0]), .reg_out(Product8x8_out[15:0]));
	adder U8 (.dataa(shift_out[15:0]), .datab(Product8x8_out[15:0]),
				 .sum(sum[15:0]));
	seven_segment_cntrl U9 (.inp(state_out[2:0]), .seg_a(seg_a), .seg_b(seg_b),
									.seg_c(seg_c), .seg_d(seg_d), .seg_e(seg_e), 
									.seg_f(seg_f), .seg_g(seg_g));
endmodule
```
`design/flow/run.sh`:
```
#!/bin/bash
# OpenROAD 26Q1-2900-gdf79404cd8, Yosys 0.63+post, stock flow scripts
make -C /OpenROAD-flow-scripts/flow DESIGN_CONFIG=/design/flow/config.mk WORK_HOME=/design/flow/orfs finish
```
`design/flow/config.mk`:
```
export PLATFORM = sky130hd
export DESIGN_NAME = mult8x8
export DESIGN_NICKNAME = mult8x8
export VERILOG_FILES = /design/flow/design.v
export SDC_FILE = /design/flow/constraint.sdc
export NUM_CORES = 4
export LEC_CHECK = 1
export CORE_UTILIZATION = 40
```
`design/flow/constraint.sdc`:
```
current_design mult8x8

set clk_period 8.6
set clk_io_pct 0.2

create_clock -name clk0 -period $clk_period [get_ports {clk}]

set non_clock_inputs [all_inputs -no_clocks]
set_input_delay [expr $clk_period * $clk_io_pct] -clock clk0 $non_clock_inputs
set_output_delay [expr $clk_period * $clk_io_pct] -clock clk0 [all_outputs]
```
==> GITHUB_STEP_SUMMARY <==
## Implementation flow summary

| Metric | Value |
|---|---|
| Origin of the worst setup path | start |
| Total Routed Length | 5.44 mm |
| Cells traversed along the worst timing path | clkdlybuf4s50_1 > inv_2 > a21o_1 > nand2_1 > mux2i_1 > or2_1 > fa_1 > inv_1 > fa_1 > inv_1 > fa_1 > nor2_1 > o21ai_0 > nand2_1 > xor2_1 > a22o_1 > ha_1 > a21oi_1 > nor3b_2 > o31ai_4 > a311o_1 > o221ai_1 > mux2_4 > mux2i_1 |
| Router iterations before antenna repair | 5 |
| Antenna violations before repair | 0 |
| Remaining max-slew budget at the tightest pin | 0.594 |
| Root Buffer Master | sky130_fd_sc_hd__clkbuf_8 |
| TritonCTS clock tree | built |
| Number of warnings the tools reported | 30 |
| Outcome | finished, final reports clean |
| Clock buffers created by TritonCTS | 3 |
| Worst-path cell with the longest stage delay | sky130_fd_sc_hd__clkdlybuf4s50_1 |
| Area leader share | 0.172 |
| Comb pwr share | 0.341 |
| Number of hold buffers added after cts | 0 |
| Via count of the first global-routing pass | 1,982 |
| Detailed-route DRC error count | 0 |
| Pin count of the biggest net entering global routing | 34 |
| Count of yosys warnings during synthesis | 7 |
| Site Rows | 28 |
| Post-synthesis cell area | approximately 2500 sq um |
| Number of buffers between clock root and the deepest sink | 2 |
| Leak | 1.35 nW |
| Starting DRT DRC Count | 71 |
| Chip Height | between 80 and 90 um |
| Fraction of layout cells with a size suffix above 1 | 0.0347 |
| Worst-skew pair later-pin latency | 0.26 ns |
| Most Frequent Cell on Critical Path | sky130_fd_sc_hd__fa_1 |
| Highest fanout seen on the critical path | 11 |
| End point of the critical path | U7.reg_out[15] |
| Dpl hpwl | 4.37 mm |
| Detail Route Antenna Nets | 0 |
| Register bit count reported by yosys | 24 |
| Relative contribution of the clock network to total power | 0.265 |
| Avg WL per Cell | 12.9 um |
| Overall routing resource usage | 0.187 |
| Portion of total power attributed to sequential cells | 0.394 |
| Worst reg2reg setup slack | between 2 and 2.5 ns |
| Reg-to-reg startpoint | U6.curState[1] |
| Critical Path Max Stage Delay | 0.73 ns |
| Count of cells resized by post-cts repair | 0 |
| Type of the setup path with the least slack | in -> reg |
| Global-route wire length before repair | 9.45 mm |
| Cell type with the largest total area after synthesis | sky130_fd_sc_hd__ha_1 |
| Number of pins with negative max-slew slack in the final report | 0 |
| Post-synth ARST share | 0.208 |
| Share of the core filled by cells before placement | 0.416 |
| H-Tree Depth | 1 |
| Mapped Cells | 312 |
| Post-synthesis area per instance | around 8 sq um |
| Grt total ovfl | 0 |
| Number of register pins that no clock reaches | 3 |
| Tally of filler cells in the layout | 583 |
| Vias per cell | roughly 5.3 |
| Die width | between 80 and 90 um |
| NetSw | 0.0000818 W |
| Seq. cell area | 490 sq um |
| Internal power contribution | 0.000172 W |
| Count of pins on the block boundary | 43 |
| Net switching fraction of the power | 0.322 |
| Startpoint class of the critical path | input port |
| Final count of negative-setup-slack endpoints | 0 |
| Total setup buffers inserted after CTS | 0 |
| Area of the core region | 5960 sq um |
| Die Outline Area | 6510 sq um |
| Yosys chip area | 2480 sq um |
| Least-Margin Pin Slew | 0.607 ns |
| Total power density per cell area | 85.0 nW/um^2 |
| Max-cap viol count | 0 |
| Dominant synthesized flop cell | sky130_fd_sc_hd__dfxtp_1 |
| Critical Path RT | 8.76 ns |
| End of the worst register-to-register path | U7.reg_out[15] |
| Class of the most critical hold timing path | reg -> reg |
| Number of synthesized flops with an enable pin | 0 |
| Number of endpoints with negative hold slack in the final report | 0 |
| Ys cells | 312 |
| Via total after detailed routing | approximately 2,200 |
| Clock Skew | just under 0.009 ns |
| Unrepaired setup endpoints after global routing | false |
| Top cells by area | sky130_fd_sc_hd__ha_1, sky130_fd_sc_hd__dfxtp_1, sky130_fd_sc_hd__dfrtp_1 |
| Post-route clock period utilization | 0.856 |
| Antenna diode count | 0 |
| Maximum frequency from static timing analysis | 0.136 GHz |
| Number of unconstrained endpoints | 6 |
| Total of buffers placed on input and output ports | 42 |
| Synth cell types | 52 |
| VDD IR max | 0.0000531 V |
| Critical path capture point type | register |
| Arrival time worst endpoint | 7.52 ns |
| Final standard cell utilization of the core | 0.502 |
| Combinational gate area | 1850 sq um |
| Area growth syn-to-layout | 20.7% |
| Register clock-pin slew on the reported worst setup and hold paths | 0.09 ns |
| Post-route setup TNS | 0 ns |
| Final critical-path required period | 7.36 ns |
| Start point of the worst min-delay path | U7.reg_out[5] |
| Routability congestion estimate | a little under 0.9 |
| Depth of the most critical reg-to-reg path | 25 |
## state kept, by name, summed over array words and instances, names as in the netlist
name,cells
U7.reg_out,16
U6.curState,3
U6.nextState,3
U5.count_out,2
## power by group through the flow
stage / clock, W / combinational (W) / sequential (W)
6_report: 0.0000673 / 0.0000867 / 0.0000999
4_1_cts: 0.0000721 / 0.0000871 / 0.000100
5_1_grt: 0.0000773 / 0.0000989 / 0.000100
## placed cells by master (no fill, tap or decap), types with 5 or more instances in the layout
cell type                         synthesis  layout
sky130_fd_sc_hd__fa_1                     5       5
sky130_fd_sc_hd__xnor2_1                  5       5
sky130_fd_sc_hd__dfrtp_1                  5       5
sky130_fd_sc_hd__nand2b_1                 7       7
sky130_fd_sc_hd__a31oi_1                  7       7
sky130_fd_sc_hd__dfxtp_1                 16      16
sky130_fd_sc_hd__a21oi_1                 17      17
sky130_fd_sc_hd__nand2_1                 20      20
sky130_fd_sc_hd__o21ai_1                 14      14
sky130_fd_sc_hd__nand3_1                 14      14
sky130_fd_sc_hd__nor2_1                  32      32
sky130_fd_sc_hd__inv_1                   19      19
sky130_fd_sc_hd__o21ai_0                  9       9
sky130_fd_sc_hd__ha_1                    34      34
sky130_fd_sc_hd__clkdlybuf4s50_1          0      42
sky130_fd_sc_hd__xor2_1                  10      10
sky130_fd_sc_hd__nor2b_1                  7       7
sky130_fd_sc_hd__mux2i_1                 11      11
sky130_fd_sc_hd__nor3_1                   6       6
## how the worst min path moves through the flow
| stage | endpoint | slack [ns] | cells after the start |
|---|---|---|---|
| finish | U7.reg_out[5] | 0.49 | 2 |
| global route | U7.reg_out[5] | 0.52 | 2 |
| CTS | U7.reg_out[5] | 0.49 | 2 |
## through the flow
step,power [W],hold WS (ns),area [sq um],instances,setup slack (ns)
after global routing,0.000276,0.517,2990,421,0.840
final,0.000254,0.485,2990,421,1.24
after detailed placement,0.000189,0.473,2940,417,0.937
after floorplan,0.000163,0.411,2480,312,1.94
after CTS,0.000259,0.488,2990,421,1.24
after global placement,0.000188,0.461,2940,417,1.03
## kinds of logic (layout without fill, tap and decap cells)
| group | after synthesis | count (layout) | synth area share |
|---|---|---|---|
| AOI/OAI and AO/OA | 80 | 80 | 0.210 |
| xor gates and xnor gates | 15 | 15 | 0.0531 |
| adders and majority gates | 39 | 39 | 0.212 |
| buffers and inverters | 34 | 68 | 0.0551 |
| DFF | 21 | 21 | 0.180 |
| latches | 3 | 3 | 0.0182 |
| muxes | 12 | 12 | 0.0505 |
| and+or+nand+nor | 108 | 108 | 0.221 |
## layer usage
metal | up-vias | routed length (um) | global-route usage
met5 | - | 0 | 0
met4 | 0 | 31 | 0.0107
met3 | 2 | 139 | 0.0196
met2 | 31 | 2360 | 0.274
met1 | 1035 | 2900 | 0.309
li1 | 1169 | - | -
## synth_stat cells (9+ instances only)
cell,instances
sky130_fd_sc_hd__xor2_1,10
sky130_fd_sc_hd__inv_1,19
sky130_fd_sc_hd__ha_1,34
sky130_fd_sc_hd__o21ai_1,14
sky130_fd_sc_hd__dfxtp_1,16
sky130_fd_sc_hd__nand2_1,20
sky130_fd_sc_hd__a21oi_1,17
sky130_fd_sc_hd__nand3_1,14
sky130_fd_sc_hd__clkbuf_1,11
sky130_fd_sc_hd__nor2_1,32
sky130_fd_sc_hd__o21ai_0,9
sky130_fd_sc_hd__mux2i_1,11
## worst max-delay path: cells and delay by family
family / cells / cell delay, ns
simple gates: 5 / 0.89
xor+xnor: 1 / 0.25
compound gates: 7 / 1.24
buf+inv: 4 / 0.98
fa+ha+maj: 4 / 1.81
mux: 3 / 0.62
## cell type report
class / count / share of cell area
Timing Repair Buffer: 44 / 0.146
Multi-Input combinational cell: 254 / 0.619
Inverter: 20 / 0.0251
Sequential cell: 24 / 0.164
Clock buffer: 4 / 0.0151
Tap cell: 75 / 0.0314
Power is estimated from default activity; no workload was simulated.
