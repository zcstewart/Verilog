### ./run.sh
#!/bin/bash
# OpenROAD 26Q1-2900-gdf79404cd8, Yosys 0.63+post, stock flow scripts
make -C /OpenROAD-flow-scripts/flow DESIGN_CONFIG=/design/flow/config.mk WORK_HOME=/design/flow/orfs finish
### ./config.mk
export PLATFORM = sky130hd
export DESIGN_NAME = BufferModule
export DESIGN_NICKNAME = BufferModule
export VERILOG_FILES = /design/flow/design.v
export SDC_FILE = /design/flow/constraint.sdc
export NUM_CORES = 4
export LEC_CHECK = 1
export CORE_AREA = 10 10 94 94
export DIE_AREA = 0 0 104 104
### ./constraint.sdc
current_design BufferModule

set clk_period 3.3
set clk_io_pct 0.2

create_clock -name clk0 -period $clk_period [get_ports {clk}]

set non_clock_inputs [all_inputs -no_clocks]
set_input_delay [expr $clk_period * $clk_io_pct] -clock clk0 $non_clock_inputs
set_output_delay [expr $clk_period * $clk_io_pct] -clock clk0 [all_outputs]
### ./design.v
module BufferModule(input [7:0] data_in, input clk, rst, read_en, write_en, 
					output reg [7:0] data_out, output reg isEmpty, nearFull, nearEmpty, isFull);
	parameter BUFF_SIZE = 5'b1_0000;	
	reg [4:0] count;
	reg [3:0] read_pntr, write_pntr;
	reg [7:0] queueMem [0:(BUFF_SIZE-1)];
	always @ (posedge clk, posedge rst)
		begin
			if (rst)
				begin
					count <= 5'b0_0000;
				end
			else if (read_en && write_en && !isEmpty && !isFull)
				count = count;
			else if (read_en && !isEmpty)
				begin
					count <= count - 1;
				end
			else if (write_en & !isFull)
				begin
					count <= count + 1;
				end
			else
				begin
					count <= count;
				end
		end
	always @ (posedge clk, posedge rst)
		begin
			if (rst)
				begin
					write_pntr <= 4'b0;
					read_pntr <= 4'b0;
				end
			else if (read_en && write_en && !isEmpty && !isFull)
				begin
					write_pntr <= write_pntr;
					read_pntr <= read_pntr;
				end
			else if(read_en && !isEmpty)
				begin
					read_pntr <= read_pntr + 1;
					if(read_pntr == 5'b1_0000)
						begin
							read_pntr = 5'b0_0000;
						end
				end				
			else if(write_en & !isFull)
				begin
					write_pntr <= write_pntr + 1;
					if(write_pntr == 5'b1_0000)
						begin
							write_pntr = 5'b0_0000;
						end
				end
			else
				begin
					write_pntr <= write_pntr;
					read_pntr <= read_pntr;
				end
			end
	always @ (posedge clk, posedge rst)
		begin
			if (rst)
				begin
					data_out <= 8'bZ;
				end
			else if (read_en && write_en && !isEmpty && !isFull)
				begin
					data_out <= 8'bZ;
				end
 			else if (read_en && !isEmpty)
				begin
					data_out <= queueMem[read_pntr];
				end
			else if (write_en && !isFull)
				begin
					queueMem[write_pntr] <= data_in;
				end
			else
				begin
					data_out <= data_out;
				end
		end
	always @ (count)
		begin
			case (count)
			5'b0_0000:
				begin
					isEmpty <= 1'b1;
					nearEmpty <= 1'b0;
					nearFull <= 1'b0;
					isFull <= 1'b0;
				end
			5'b0_0001:
				begin
					isEmpty <= 1'b0;
					nearEmpty <= 1'b1;
					nearFull <= 1'b0;
					isFull <= 1'b0;				
				end
			5'b0_0010:
				begin
					isEmpty <= 1'b0;
					nearEmpty <= 1'b1;
					nearFull <= 1'b0;
					isFull <= 1'b0;				
				end	
			5'b0_0011:
				begin
					isEmpty <= 1'b0;
					nearEmpty <= 1'b1;
					nearFull <= 1'b0;
					isFull <= 1'b0;				
				end
			5'b0_0100:
				begin
				begin
					isEmpty <= 1'b0;
					nearEmpty <= 1'b1;
					nearFull <= 1'b0;
					isFull <= 1'b0;				
				end				
				end
			5'b0_1100:
				begin
					isEmpty <= 1'b0;
					nearEmpty <= 1'b0;
					nearFull <= 1'b1;
					isFull <= 1'b0;				
				end
			5'b0_1101:
				begin
					isEmpty <= 1'b0;
					nearEmpty <= 1'b0;
					nearFull <= 1'b1;
					isFull <= 1'b0;	
				end
			5'b0_1110:
				begin
					isEmpty <= 1'b0;
					nearEmpty <= 1'b0;
					nearFull <= 1'b1;
					isFull <= 1'b0;	
				end
			5'b0_1111:
				begin
					isEmpty <= 1'b0;
					nearEmpty <= 1'b0;
					nearFull <= 1'b1;
					isFull <= 1'b0;	
				end
			5'b1_0000:
				begin
					isEmpty <= 1'b0;
					nearEmpty <= 1'b0;
					nearFull <= 1'b0;
					isFull <= 1'b1;	
				end
			default:
				begin
					isEmpty <= 1'b0;
					nearEmpty <= 1'b0;
					nearFull <= 1'b0;
					isFull <= 1'b0;
				end
			endcase
		end
endmodule
==> metrics.cfg <==
[critical_path]
rr_worst_depth=9
critPathMaxFanout=7
startpoint=read_en
r2r-end=count[4]
worstSetupPathType=input port to flip-flop
critPathCaptureType=flip-flop
crit_chain=clkdlybuf4s50_1 -> nand2b_4 -> fa_1 -> nand2b_1 -> a21oi_1 -> mux2_2 -> a211oi_1
max_stage_delay_ns=0.66
worstPathArrival_ns=2.82
setup.worst_path.end=count[4]
crit_slowest_cell=clkdlybuf4s50_1
reg2reg_from=count[1]
startpoint_type=input port
ff2ff_setup_slack_ns=0.70
required_ns=3.47

[sta]
worst_pin_slew_ns=0.498
setup_viol=0
fin_tns_setup_ns=0
rsz0062_at_grt=no
final_max_slew_viol_count=0
max_freq_ghz=0.376
hold_violations=0
period_minus_slack_ns=2.66
fin_crit_sh_pct=80.5
slew_headroom_pct=66.8
fin_skew_ns=0.00144
timing.final.ws_setup_ns=0.644

[clock_network]
clk_latency_ns=0.25
cts_buffers=3
post_cts_resized=0
clock_sinks=21
cts_setup_buffers=0
htree_num_levels=1
cts.path.max_buffers=2
cts_tree=yes
postCtsHoldBufs=0
clkTransAtPathRegs_ns=0.07
cts-root-buf=clkbuf_8

[pwr]
vdd_drop_max_mv=0.136
power_frac_seq_pct=42.2
p_sw_w=0.000310
p_int_w=0.000664
leakage_nw=0.577
swShare_pct=31.8
p_comb_share_pct=41.2
powerDensity_nw_per_um2=669
finalPower_w=0.000974
clock_power_share_pct=16.7

[logic_synthesis]
ys_area_um2=1070
ys_seq_share_pct=52.9
synth.distinct_cells=35
ys_cells=78
avgSynthCellArea_um2=13.7
netlist_instances=78
ys.warnings.count=4
synth_flops=21
syn_area_um2=1070

[route]
dr.pass1.iters=4
drt-wirelength-per-cell_um=10.1
drc=0
wirelength_um=2030
antennaDiodeCount=0
vias_per_cell=3.35
ant_nets=0
vias=674
drt_iter0_drc=10

[place]
pre_cts_ws_ns=0.381
dpl_cell_area_um2=1410
gp_congestion=0.833
io_buffers=23
dpl.hpwl_um=1660

[die]
coreArea_um2=6830
fp.dieH_um=104
placementRows=30
fp_util_pct=15.7
ios=24
die_x_um=104
die-area_um2=10800

[global_route]
grtUsageTotal_pct=3.76
antenna_found_initial=0
top_usage_layer=met2
met3_usage_pct=0.752
grt_first_pass_wirelength_um=3490
grt_pass1_vias=701
use_met2_pct=6.08
grt_start_max_net_pins=14
grt-ovfl-total=0
met1_usage_pct=5.11

[final_layout]
final_layout_size_suffix_gt1_share_pct=22.9
nFillCells=742
design_area_um2=1460
fin_util_pct=21.3
comb_area_um2=457
syn2layout_area_growth_pct=36.1
seq_area_um2=566

[run_status]
status=finished, final reports clean

[min_path]
hp-class=flip-flop to flip-flop

[job]
warnings=25
cap_violations=0

logic make-up after synthesis:
group           count (synthesis)  share of synthesized area (%)
xor+xnor                        3                           2.46
compound gates                 12                           9.01
simple gates                   20                           12.6
buf+inv                         8                           4.44
flops                          21                           52.9
fa+ha+maj                       4                           5.38
mux                            10                           13.2
cells in the final DEF, fill, tap and decap left out, types with 2 or more instances in the layout:
master	instances
buf_4	2
ha_1	3
mux2_4	8
dfrtp_1	13
a21oi_1	2
clkbuf_8	3
inv_1	6
nand2b_1	2
clkdlybuf4s50_1	23
nor2_1	5
edfxtp_1	8
xnor2_1	3
a22o_1	2
nand2_1	2
final cells by class:
| class | count | area share [%] |
|---|---|---|
| inverter | 6 | 1.55 |
| multi-input combinational | 49 | 31.4 |
| tap | 96 | 8.25 |
| sequential | 21 | 38.8 |
| clock buffer | 3 | 2.84 |
| timing repair buffer | 25 | 16.8 |
| clock inverter | 1 | 0.344 |
through the flow:
| step | cells | hold slack, ns |
|---|---|---|
| floorplan | 78 | 0.457 |
| finish | 201 | 0.477 |
| CTS | 201 | 0.482 |
| detailed placement | 197 | 0.464 |
| global route | 201 | 0.487 |
| global placement | 197 | 0.460 |
routing by layer:
layer / share of wire (%) / wire (um)
met4: 1.8 / 36
met2: 49 / 989
met1: 47 / 948
met5: 0 / 0
met3: 2.9 / 60
registers in the layout, indices dropped and copies added (netlist names):
name      flops
data_out      8
queueMem      8
count         5
critical path: cells and delay by family:
family | cells | cell delay [ns]
compound gates | 2 | 0.49
fa+ha+maj | 1 | 0.38
buf+inv | 1 | 0.66
mux | 1 | 0.38
simple gates | 2 | 0.26
cells in the mapped netlist:
master	instances	area (um2)
inv_1	6	22.5
mux2i_1	1	10.0
nand2_1	2	7.51
or2_2	1	6.26
nor2_1	5	18.8
dfrtp_1	13	325
o21a_1	1	7.51
edfxtp_1	8	240
mux2_4	8	120
o21ai_0	1	5.00
or3_4	1	11.3
a21o_2	1	8.76
a32o_1	1	10.0
buf_12	1	20.0
nand2b_1	2	12.5
mux2_2	1	11.3
and3_2	1	7.51
a2111oi_2	1	15.0
ha_1	3	37.5
o22ai_1	1	6.26
a21oi_1	2	10.0
nor4_1	1	6.26
nand2b_4	1	13.8
fa_1	1	20.0
a22o_1	2	17.5
nand3_1	1	5.00
nor3_4	1	16.3
and3_1	1	6.26
or4_4	1	11.3
clkbuf_2	1	5.00
a211oi_1	1	7.51
and2_1	1	6.26
xnor2_1	3	26.3
a21oi_2	1	8.76
nor2b_1	1	6.26
power groups by stage:
stage	clock, W	sequential (W)	combinational [W]
finish	0.000162	0.000411	0.000401
global route	0.000180	0.000423	0.000452
CTS	0.000175	0.000412	0.000409
worst min path at each step:
stage / from / endpoint / cells after the start
6_report: queueMem[0][7] / data_out[7] / 1
4_1_cts: queueMem[0][7] / data_out[7] / 1
5_1_grt: queueMem[0][7] / data_out[7] / 1
Power is estimated from default activity; no workload was simulated.
